File: design/flow/config.mk
export PLATFORM = sky130hd
export DESIGN_NAME = Rsa256Wrapper
export DESIGN_NICKNAME = Rsa256Wrapper
export VERILOG_FILES = /design/flow/design.v
export SDC_FILE = /design/flow/constraint.sdc
export NUM_CORES = 4
export LEC_CHECK = 1
export CORE_UTILIZATION = 40
File: design/flow/constraint.sdc
current_design Rsa256Wrapper

set clk_period 571.6
set clk_io_pct 0.2

create_clock -name clk0 -period $clk_period [get_ports {avm_clk}]

set non_clock_inputs [all_inputs -no_clocks]
set_input_delay [expr $clk_period * $clk_io_pct] -clock clk0 $non_clock_inputs
set_output_delay [expr $clk_period * $clk_io_pct] -clock clk0 [all_outputs]
File: design/flow/design.v
module Rsa256Core(
	input i_clk,
	input i_rst,
	input i_start,
	input [512-1:0] i_a,  
	input [512-1:0] i_e,  
	input [512-1:0] i_n,  
	input i_key_size,   
	output logic [512-1:0] o_a_pow_e,
	output logic o_finished
);
	parameter IDLE  = 3'd0;
	parameter CALCm = 3'd1;
	parameter CALCt = 3'd2;
	parameter DONE  = 3'd3;
	parameter WAITm = 3'd4;
	parameter WAITt = 3'd5;
	logic [2:0] state, n_state;
	logic [8:0] counter, n_counter;   
	logic [512-1:0] m, n_m;
	logic [512-1:0] t, n_t;
	logic [512-1:0] d;
	logic [512-1:0] big_n;
	parameter BIT_256  = 1'b0;
	parameter BIT_512  = 1'b1;
	logic  RSA_SIZE;
	logic MOP_start;
	logic [512-1:0] m_i_a;  
	logic [512-1:0] m_i_b;  
	logic [512-1:0] m_i_n;  
	logic [512-1:0] a_b_mod_n;
	logic m_finished;
	always_ff @(posedge i_clk or posedge i_rst) begin
		if ( i_rst ) begin
			state <= IDLE;
			counter <= 0;
			m <= 1;
			t <= 0;
			d <= 0;			
			big_n <= 0;
			RSA_SIZE <= 0;
		end else begin
			state <= n_state;
			counter <= n_counter;
			if ( i_start ) begin
				d <= i_e;
				big_n <= i_n;
				RSA_SIZE <= i_key_size;
			end
			m <= n_m;
			t <= n_t;
		end
	end
	always_comb begin
		n_state = state;
		n_counter = counter;
		n_m = m;
		n_t = t;
		o_a_pow_e = 0;
		o_finished = 0;
		MOP_start = 0;
		m_i_a = 0;
		m_i_b = 0;
		m_i_n = 0;
		case( state )
			IDLE: begin
				if ( i_start ) begin
					n_state = CALCm;
				end else begin
					n_state = IDLE;
				end
				n_m = 1;
				n_counter = 0;
				n_t = i_a;
			end
			CALCm: begin
				if ( d[counter] == 1 ) begin
					n_state = WAITm;
					MOP_start = 1;
					m_i_a = m;
					m_i_b = t;
					m_i_n = big_n;
				end else begin
					n_state = CALCt;
				end
			end
			WAITm: begin
				if ( m_finished ) begin
					n_state = CALCt;
					n_m = a_b_mod_n;
				end else begin
					n_state = WAITm;
				end
			end
			CALCt: begin
				n_state = WAITt;
				MOP_start = 1;  
				case(RSA_SIZE)
					BIT_256: begin
						if ( counter == 9'd255 ) begin
							n_state = DONE;
							MOP_start = 0;
						end
					end
					BIT_512: begin
						if ( counter == 9'd511 ) begin
							n_state = DONE;
							MOP_start = 0;
						end
					end
				endcase
				m_i_a = t;
				m_i_b = t;
				m_i_n = big_n;
				n_counter = counter + 1;
			end
			WAITt: begin
				if ( m_finished ) begin
					n_state = CALCm;
					n_t = a_b_mod_n;
				end else begin
					n_state = WAITt;
				end
			end
			DONE: begin
				o_a_pow_e = m;
				o_finished = 1;
				n_state = IDLE;
			end
			default: n_state = state;
		endcase
	end
	ModuloOfProduct mop(
		.i_clk(i_clk),
		.i_rst(i_rst),
		.i_start(MOP_start),
		.m_i_a(m_i_a),
		.m_i_b(m_i_b),
		.m_i_n(m_i_n),
		.i_key_size(RSA_SIZE),  
		.a_b_mod_n(a_b_mod_n),
		.o_finished(m_finished)
	);
endmodule
module ModuloOfProduct(
	input i_clk,
	input i_rst,
	input i_start,
	input [512-1:0] m_i_a,  
	input [512-1:0] m_i_b,  
	input [512-1:0] m_i_n,  
	input i_key_size,   
	output logic [512-1:0] a_b_mod_n,
	output logic o_finished
);
	parameter IDLE = 2'd0;
	parameter CALC = 2'd1;
	parameter DONE = 2'd2;
	logic [1:0] state, n_state;
	logic [8:0] counter, n_counter;  
	logic [512-1:0] a;
	logic [512  :0] t, n_t;  
	logic [512  :0] m, n_m;  
	logic [512  :0] t_tmp, m_tmp;
	logic [512-1:0] big_n;
	parameter BIT_256  = 1'b0;
	parameter BIT_512  = 1'b1;
	logic  RSA_SIZE;
	always_ff  @(posedge i_clk or posedge i_rst) begin
		if ( i_rst ) begin
			state <= IDLE;
			counter <= 0;
			a <= 0;
			t <= 0;
			m <= 0;
			big_n <= 0;
			RSA_SIZE <= 0;
		end else begin
			state <= n_state;
			counter <= n_counter;
			if ( i_start ) begin
				a <= m_i_a;
				big_n <= m_i_n;
				RSA_SIZE <= i_key_size;
			end
			t <= n_t;
			m <= n_m;
		end
	end
	always_comb begin
		n_state = state;
		n_counter = counter;
		n_t = t;
		n_m = m;
		a_b_mod_n = 0;
		o_finished = 0;
		t_tmp = 0;
		m_tmp = 0;
		case( state )
			IDLE: begin
				if ( i_start ) begin
					n_state = CALC;
				end else begin
					n_state = IDLE;
				end
				n_counter = 0;
				n_t = m_i_b;
				n_m = 0;  
			end
			CALC: begin
				n_state = CALC;
				case(RSA_SIZE)
					BIT_256: begin
						m_tmp = m[255:0] + t[255:0];
						t_tmp = t[255:0] + t[255:0];
						if ( counter == 9'd255 ) begin
							n_state = DONE;
						end
					end
					BIT_512: begin
						m_tmp = m[511:0] + t[511:0];
						t_tmp = t[511:0] + t[511:0];
						if ( counter == 9'd511 ) begin
							n_state = DONE;
						end
					end
				endcase
				if ( a[counter] == 1 ) begin
					if ( m_tmp > big_n ) begin
						n_m = m_tmp - big_n;
					end else begin
						n_m = m_tmp;
					end
				end else begin
					n_m = m;
				end
				if ( t_tmp > big_n ) begin  
					n_t = t_tmp - big_n;
				end else begin
					n_t = t_tmp;
				end
				n_counter = counter + 1;
			end
			DONE: begin
				a_b_mod_n = m[512 - 1:0];
				o_finished = 1;
				n_state = IDLE;
			end
			default: begin
				n_state = state;
			end
		endcase
	end
  endmodule
module Rsa256Wrapper(
    input avm_rst,
    input avm_clk,
    output [4:0] avm_address,
    output avm_read,
    input [31:0] avm_readdata,
    output avm_write,
    output [31:0] avm_writedata,
    input avm_waitrequest
);
    localparam RX_BASE     = 0*4;
    localparam TX_BASE     = 1*4;
    localparam STATUS_BASE = 2*4;
    localparam TX_OK_BIT = 6;
    localparam RX_OK_BIT = 7;
	localparam QUERY_RX      = 0;
	localparam READ          = 1;
	localparam CALC          = 2;
	localparam QUERY_TX      = 3;
	localparam WRITE         = 4;
	localparam READ_HEADER   = 0;
    localparam READ_N        = 1;
	localparam READ_E        = 2;
	localparam READ_DATA     = 3;
    logic [511:0] n_r, n_w, e_r, e_w, enc_r, enc_w, dec_r, dec_w;
    logic [2:0] state_r, state_w;
    logic [1:0] data_state_r, data_state_w; 
    logic [5:0] bytes_counter_r, bytes_counter_w;
    logic [4:0] avm_address_r, avm_address_w;
    logic avm_read_r, avm_read_w, avm_write_r, avm_write_w;
    logic rsa_start_r, rsa_start_w;
    logic rsa_finished;
    logic [511:0] rsa_dec;
    logic [5:0] cycle;  
    logic [7:0] header_w, header_r;
	logic [7:0] writedata;
    logic [6:0] enc_cycle;  
    logic [6:0] enc_counter_r, enc_counter_w;
    assign avm_address = avm_address_r;
    assign avm_read = avm_read_r;
    assign avm_write = avm_write_r;
    assign avm_writedata = writedata;
    Rsa256Core rsa256_core(
        .i_clk(avm_clk),
        .i_rst(avm_rst),
        .i_start(rsa_start_r),
        .i_a(enc_r),
        .i_e(e_r),
        .i_n(n_r),
        .i_key_size(header_r[7]),
        .o_a_pow_e(rsa_dec),
        .o_finished(rsa_finished)
    );
    task Wait;
        begin
            avm_read_w = 0;
            avm_write_w = 0;
        end
    endtask
    task StartRead;
        input [4:0] addr;
        begin
            avm_read_w = 1;
            avm_write_w = 0;
            avm_address_w = addr;
        end
    endtask
    task StartWrite;
        input [4:0] addr;
        begin
            avm_read_w = 0;
            avm_write_w = 1;
            avm_address_w = addr;
        end
    endtask
    always @(*) begin
        n_w = n_r;
        e_w = e_r;
        enc_w = enc_r;
        dec_w = dec_r;
        avm_address_w = avm_address_r;
        avm_read_w = avm_read_r;
        avm_write_w = avm_write_r;
        state_w = state_r;
        data_state_w = data_state_r;
        bytes_counter_w = bytes_counter_r;
        rsa_start_w = rsa_start_r;      
        enc_counter_w = enc_counter_r;
        header_w = header_r;
		case(state_r)		
			QUERY_RX: begin
				if(!avm_waitrequest && avm_read_r) begin
                    if(avm_readdata[RX_OK_BIT]) begin
					    StartRead(RX_BASE);
                        state_w = READ;
                    end
				end 
                else begin
                    StartRead(STATUS_BASE);
                    state_w = QUERY_RX;
                end
			end		
			READ: begin
			    if(!avm_waitrequest && avm_read_r) begin
                    Wait();
                    bytes_counter_w = bytes_counter_r + 1;
                    state_w = QUERY_RX;				
					case(data_state_r)
                        READ_HEADER: begin
                            header_w = avm_readdata[7:0];
                            data_state_w = READ_N;
                            bytes_counter_w = 0;
                        end
						READ_N: begin
							n_w = n_r << 8;
                            n_w[7:0] = avm_readdata[7:0];
                            if (bytes_counter_r == cycle) begin
			                	data_state_w = READ_E;
                                bytes_counter_w = 0;					
			                end 
						end
						READ_E: begin
							e_w = e_r << 8;
                            e_w[7:0] = avm_readdata[7:0];
                            if (bytes_counter_r == cycle) begin
			                	data_state_w = READ_DATA;
                                bytes_counter_w = 0;					
			                end                            
						end
						READ_DATA: begin
							enc_w = enc_r << 8;
						    enc_w[7:0] = avm_readdata[7:0];
                            if (bytes_counter_r == cycle) begin
			                	rsa_start_w = 1'b1;
                                bytes_counter_w = 0;
                                state_w = CALC;					
			                end                            							
						end
					endcase
                end
			end						
			CALC: begin
				rsa_start_w = 1'b0;
				if (rsa_finished) begin
				    dec_w = rsa_dec;
				    state_w = QUERY_TX;
				end
			end			
			QUERY_TX: begin				
				if(!avm_waitrequest && avm_read_r) begin
                    if(avm_readdata[TX_OK_BIT]) begin
					    StartWrite(TX_BASE);
                        state_w = WRITE;
                    end
				end 
                else begin
					StartRead(STATUS_BASE);
                    state_w = QUERY_TX;
				end			
			end
			WRITE: begin
				if(!avm_waitrequest && avm_write_r) begin
                    Wait();
                    if (bytes_counter_r == cycle-1) begin
                        bytes_counter_w = 0;
                        state_w = QUERY_RX;
                        dec_w = 0;
                        if (enc_counter_r == enc_cycle) begin  
                            n_w = 0;
                            e_w = 0;
                            enc_w = 0;
                            dec_w = 0;
                            avm_address_w <= STATUS_BASE;
                            avm_read_w <= 1;
                            avm_write_w <= 0;
                            state_w <= QUERY_RX;
                            data_state_w <= READ_HEADER;
                            bytes_counter_w <= 0;
                            rsa_start_w <= 0;
                            enc_counter_w <= 0;
                            header_w <= 8'b01111111;
                        end
                        else begin 
                            data_state_w = READ_DATA;
                            enc_counter_w = enc_counter_r + 1;
                        end
                    end
                    else begin
                        bytes_counter_w = bytes_counter_r + 1;
                        state_w = QUERY_TX;
                        dec_w = dec_r << 8;
                    end                   	
				end 
			end	
		endcase
    end
    always_comb begin
        case (header_r[7])
            1'b0: begin
                writedata = dec_r[247-:8];
                cycle = 31;
            end
            1'b1: begin 
                writedata = dec_r[503-:8];
                cycle = 63;
            end
        endcase
        enc_cycle = header_r[6:0];
    end
    always_ff @(posedge avm_clk or posedge avm_rst) begin
		if (avm_rst) begin
            n_r <= 0;
            e_r <= 0;
            enc_r <= 0;
            dec_r <= 0;
            avm_address_r <= STATUS_BASE;
            avm_read_r <= 1;
            avm_write_r <= 0;
            state_r <= QUERY_RX;
            data_state_r <= READ_HEADER;
            bytes_counter_r <= 0;
            rsa_start_r <= 0;
            enc_counter_r <= 0;
            header_r <= 8'b01111111;
        end else begin
            n_r <= n_w;
            e_r <= e_w;
            enc_r <= enc_w;
            dec_r <= dec_w;
            avm_address_r <= avm_address_w;
            avm_read_r <= avm_read_w;
            avm_write_r <= avm_write_w;
            state_r <= state_w;
            data_state_r <= data_state_w;
            bytes_counter_r <= bytes_counter_w;
            rsa_start_r <= rsa_start_w;
            enc_counter_r <= enc_counter_w;
            header_r <= header_w;
        end
    end
endmodule
File: design/flow/run.sh
#!/bin/bash
# OpenROAD 26Q1-2900-gdf79404cd8, Yosys 0.63+post, stock flow scripts
make -C /OpenROAD-flow-scripts/flow DESIGN_CONFIG=/design/flow/config.mk WORK_HOME=/design/flow/orfs finish
==> notes.md <==
run metrics: ys cells=41.7k, vias in the first global route=314k, initial antenna violation count=117, Sw Pwr=0.000206 W, RD Place Congestion=1.06, Gate power share=1.0%, Final Hold Vio Count=0, syn avg cell area=8.75 um2, fp_density=40.1%, CP max stage delay=0.73 ns, crit path cell chain=clkdlybuf4s50_1 -> inv_8 -> buf_4 -> buf_12 -> buf_4 -> buf_12 -> buf_4 -> buf_12 -> buf_4 -> buf_12, clk_skew=0.0854 ns, Die Ht=957 um, antenna-violating nets left=0, Largest cells by area=dfrtp_1, a21oi_1, ha_1, Worst Setup End Kind=asynchronous set/reset pin, CTS buffer count=704, Critical path buffers and inverters=10, Reg clk slew, reported paths=0.06 ns, largest net degree at the start of global routing=149, sequential area share after synthesis=42.5%, Clock Tree Root=clkbuf_16, Port Buf Inserts=22, core area=0.909 mm2, Cell Area, Synth=0.365 mm2, Top-area cell share=42.4%, DRT Pass-1 Iters=6, Max-slew headroom=3.97%, main flop type=dfrtp_1, Clk pwr share=51.5%, DRC viols=0, Slew Limit Fails=0, worst hold path type=flop to flop, Latency at later pin=1.12 ns, ao+oa area frac=22.6%, IO Count=74, WL/cell=30.1 um, Worst path slowest cell=buf_4, chip area=0.916 mm2, layout cell share with drive strength beyond 1=9.02%, htree depth=6, vias=324k, max-cap violations=0, Total GRT Usage=35.9%, Ys Warns=3, final setup fails=0, Static Leak=191 nW, # resized after CTS=0, clk sinks=6200, first-pass GRT wire length=2310 mm, ys flops=6200, Achievable Freq=8.37 MHz, status=finished, final reports clean, Die X-Extent=957 um, count leader, synth=dfrtp_1, top cells by count=dfrtp_1, nand2_1, nor2_1, adder share=5.31%, initial DRC count=29.6k, delay-heaviest family, CP=buffers and inverters, Dominant comb cell=AND-OR/OR-AND gates, Pwr per Cell Area=2.30 mW/mm2, internal power=0.000718 W, Final HPWL DP=1240 mm, Required @ worst endpoint=572.72 ns, Synth cell types=118, sequential power share=47.5%, final wirelength=1600 mm, FFs w/ async S/R, synth=100%, clk buf depth=5, Mapped Cells=41.7k, largest area contributor in the netlist=dfrtp_1, Final period util=20.9%, total grt overflow=0, DP Cell Count=51.9k, Peak VDD IR=0.00273 mV, setup TNS=0 ns, Simple Share, Synth=15.8%, RSZ-0062 raised after global routing=no, Final min period=119.44 ns, xor+xnor area frac=3.53%, Vias/cell=6.08, Rows=350, CP Class=input port to asynchronous set/reset pin, Area growth, synth to finish=10.0%, worst slew pin tran=1.44 ns, final std cells w/o fill=53.3k, area fraction in mux cells=5.22%, critical path fanouts, max=127, post-cts hold-fix buffer tally=0, number of enable flip-flop cells=0, CTS tree=built, WP data arrival=120.56 ns, sw frac=22.3%, total tool warning count=114, startpoint types=input port, Chip Area, Yosys=0.365 mm2, Setup Buffers After CTS=0
[worst paths after layout]
check                           slack [ns]  depth (start not counted)                    from                          to
min in group asynchronous           113.68                          2                 avm_rst           rsa256_core.t[22]
max in group clk0                   453.04                         13         avm_waitrequest                  enc_r[371]
worst max-delay path                452.16                         10                 avm_rst                    n_r[288]
worst min register to register        0.43                          2  rsa256_core.big_n[106]  rsa256_core.mop.big_n[106]
worst min-delay path                  0.43                          2  rsa256_core.big_n[106]  rsa256_core.mop.big_n[106]
worst max register to register      550.97                         68    rsa256_core.mop.t[0]      rsa256_core.mop.m[272]
[power groups by stage]
stage	logic [W]	registers [W]	clock network [W]
CTS	0.0000103	0.000439	0.000484
finish	0.00000968	0.000439	0.000476
global route	0.0000115	0.000439	0.000501
[area by class of cell]
| cell class | instances | area (um2) |
|---|---|---|
| multi-input combinational | 30900 | 192000 |
| timing repair buffer | 978 | 7780 |
| tap | 12100 | 15200 |
| clock inverter | 291 | 3970 |
| fill | 86700 | 507000 |
| inverter | 1748 | 6590 |
| antenna | 112 | 280 |
| clock buffer | 979 | 20100 |
| sequential | 6200 | 155000 |
[kinds of logic (layout without fill, tap and decap cells)]
group,count (synthesis),in the layout
AND-OR/OR-AND,13100,13100
XOR/XNOR,1469,1469
adder cells (fa/ha/maj),1548,1548
buffers and inverters,4666,3996
flip-flops,6200,6200
multiplexers,1463,1463
other,1,139
AND/OR/NAND/NOR,13300,13300
[layout by cell type (no fill, tap or decap), types with 727 or more instances in the layout]
master / n
a21oi_1: 4605
a22o_1: 1540
buf_4: 925
dfrtp_1: 6174
ha_1: 1543
inv_1: 1742
mux2_2: 1070
nand2_1: 4782
nand3_1: 942
nor2_1: 4764
o21ai_0: 2149
o21ai_1: 727
xnor2_1: 939
[worst register-to-register path: cells and delay by family, from the launching register on]
kind / cells / cell delay [ns]
buffers and inverters: 11 / 4.11
AOI/OAI and AO/OA: 41 / 11.25
DFF: 1 / 0.44
adders and majority gates: 3 / 1.13
xor gates and xnor gates: 1 / 0.23
and+or+nand+nor: 12 / 3.32
[stage by stage]
stage,util (%),setup WS (ns),total power [W],hold slack [ns],cell area [um2]
floorplan,-,281.73,0.000459,0.438,365000
global placement,41.5,450.88,0.000457,0.451,377000
detailed placement,41.5,450.83,0.000457,0.461,377000
CTS,44.1,451.96,0.000933,0.432,401000
global route,44.1,451.29,0.000951,0.481,401000
finish,44.2,452.16,0.000925,0.428,401000
[state kept, by name, summed over array words and instances, names as in the netlist, 3 cells and up]
name                     flops
e_r                        512
enc_r                      512
n_r                        512
rsa256_core.big_n          512
rsa256_core.d              512
rsa256_core.m              512
rsa256_core.mop.a          512
rsa256_core.mop.big_n      512
rsa256_core.mop.m          512
rsa256_core.mop.t          512
rsa256_core.t              512
dec_r                      504
rsa256_core.counter          9
rsa256_core.mop.counter      9
header_r                     8
enc_counter_r                7
bytes_counter_r              6
rsa256_core.state            6
state_r                      5
data_state_r                 4
rsa256_core.mop.state        3
[per-layer routing]
| layer | GRT usage [%] | share of wire [%] | vias to the layer above |
|---|---|---|---|
| li1 | - | - | 147000 |
| met1 | 53.5 | 43 | 162000 |
| met2 | 48.9 | 41 | 13200 |
| met3 | 13.3 | 11 | 2392 |
| met4 | 13.3 | 4.7 | 90 |
| met5 | 0.523 | 0.073 | - |
Power and IR drop assume default switching activity.
